==> design/flow/design.v <==
module main (
    input wire clk,
    input wire fwd_in,
    input wire bwd_in,
    input wire left_in,
    input wire right_in,
    input wire stoplight_in,
    input wire stopsign_in,
    input wire failsafe_in,
    output wire [3:0] m1_out,
    output wire [3:0] m2_out,
    output wire [2:0] md_state,
    input  wire echo_fwd,
    output wire trig_fwd,
    input  wire echo_bwd1,
    output wire trig_bwd1,
    input  wire echo_bwd2,
    output wire trig_bwd2,
    input  wire buzzer_in,
    output wire buzzer,
    input wire ld_left,
    input wire ld_right
);
  localparam PS_MODE_STOP = 0, PS_MODE_BEEP = 1;
  reg ps_mode_fwd = PS_MODE_STOP;
  reg ps_mode_bwd1 = PS_MODE_BEEP;
  reg ps_mode_bwd2 = PS_MODE_BEEP;
  wire stop_in, ps_signal_fwd, ps_signal_bwd1, ps_signal_bwd2;
  assign stop_in = stopsign_in | stoplight_in | failsafe_in | ps_signal_fwd;
  assign buzzer  = buzzer_in | ps_signal_fwd;
  motor_driver md (
      .clk(clk),
      .fwd_in(fwd_in),
      .bwd_in(bwd_in),
      .left_in(left_in),
      .right_in(right_in),
      .stop_in(stop_in),
      .ld_left(ld_left),
      .ld_right(ld_right),
      .m1_out(m1_out),
      .m2_out(m2_out),
      .state(md_state)
  );
  parking_sensor ps_fwd (
      .clk(clk),
      .echo(echo_fwd),
      .trig(trig_fwd),
      .mode(ps_mode_fwd),
      .signal(ps_signal_fwd)
  );
  parking_sensor ps_bwd1 (
      .clk(clk),
      .echo(echo_bwd1),
      .trig(trig_bwd1),
      .mode(ps_mode_bwd1),
      .signal(ps_signal_bwd1)
  );
  parking_sensor ps_bwd2 (
      .clk(clk),
      .echo(echo_bwd2),
      .trig(trig_bwd2),
      .mode(ps_mode_bwd2),
      .signal(ps_signal_bwd2)
  );
endmodule
module motor_driver (
    input wire clk,
    input wire fwd_in,
    input wire bwd_in,
    input wire left_in,
    input wire right_in,
    input wire stop_in,
    input wire ld_left,
    input wire ld_right,
    output reg [3:0] m1_out,   
    output reg [3:0] m2_out,   
    output reg [2:0] state
);
  localparam STOP = 0, FORWARD = 1, BACKWARD = 2, LEFT = 3, RIGHT = 4;
  always @(posedge clk) begin
    if (stop_in == 1) begin
      state = STOP;
    end else if (fwd_in == 1) begin
      if (ld_left == 1) begin
        state = RIGHT;
      end else if (ld_right == 1) begin
        state = LEFT;
      end else begin
        state = FORWARD;
      end
    end else if (bwd_in == 1) begin
      state = BACKWARD;
    end else if (right_in == 1) begin
      state = RIGHT;
    end else if (left_in == 1) begin
      state = LEFT;
    end else begin
      state = STOP;
    end
  end
  localparam M_FWD = 4'b1010;
  localparam M_BWD = 4'b0101;
  localparam M_STOP = 4'b0000;
  always @(state) begin
    case (state)
      FORWARD: begin
        m1_out = M_FWD;
        m2_out = M_FWD;
      end
      BACKWARD: begin
        m1_out = M_BWD;
        m2_out = M_BWD;
      end
      LEFT: begin
        m1_out = M_STOP;
        m2_out = M_FWD;
      end
      RIGHT: begin
        m1_out = M_FWD;
        m2_out = M_STOP;
      end
      STOP: begin
        m1_out = M_STOP;
        m2_out = M_STOP;
      end
      default: begin
        m1_out = M_STOP;
        m2_out = M_STOP;
      end
    endcase
  end
endmodule
module parking_sensor (
    input  wire clk,
    input  wire mode,
    input  wire echo,
    output reg  trig,
    output reg  signal
);
  localparam PS_MODE_STOP = 0, PS_MODE_BEEP = 1;
  localparam CLK_FREQ = 50000000;
  localparam CYCLES_PER_CM = 2915;
  localparam DIST_CONST = 10 * CYCLES_PER_CM;
  localparam DIST_FAST = 15 * CYCLES_PER_CM;
  localparam DIST_SLOW = 20 * CYCLES_PER_CM;
  localparam DIST_STOP = 30 * CYCLES_PER_CM;
  localparam TIME_1S = CLK_FREQ;
  localparam TIME_500MS = CLK_FREQ / 2;
  localparam TIME_250MS = CLK_FREQ / 4;
  localparam TIME_125MS = CLK_FREQ / 8;
  localparam TIME_DETECT = TIME_125MS;
  localparam TIME_HOLD = 2 * TIME_1S;
  localparam TIME_COOLDOWN = 5 * TIME_1S;
  reg [21:0] trig_timer = 0;
  reg [21:0] echo_width = 0;
  reg [21:0] last_dist = 0;
  reg [27:0] toggle_timer = 0;
  reg detectable = 1;
  always @(posedge clk) begin
    if (trig_timer < 4000000) trig_timer <= trig_timer + 1;
    else trig_timer <= 0;
    trig <= (trig_timer > 0 && trig_timer < 500);
    if (echo == 1) echo_width <= echo_width + 1;
    else if (echo == 0 && echo_width > 0) begin
      last_dist  <= echo_width;
      echo_width <= 0;
    end
    if (toggle_timer < CLK_FREQ) toggle_timer <= toggle_timer + 1;
    else toggle_timer <= 0;
    if (mode == PS_MODE_STOP) begin
      if (detectable == 1) begin
        if (last_dist > DIST_STOP || last_dist == 0) begin
          signal <= 0;
          toggle_timer <= 0;
        end else begin
          if (signal == 0) begin
            if (toggle_timer > TIME_DETECT) begin
              signal <= 1;
              toggle_timer <= 0;
            end else begin
              toggle_timer <= toggle_timer + 1;
            end
          end else begin
            if (toggle_timer > TIME_HOLD) begin
              signal <= 0;
              detectable <= 0;
              toggle_timer <= 0;
            end else begin
              toggle_timer <= toggle_timer + 1;
            end
          end
        end
      end else begin
        if (toggle_timer > TIME_COOLDOWN) begin
          detectable   <= 1;
          toggle_timer <= 0;
        end else begin
          toggle_timer <= toggle_timer + 1;
        end
      end
    end else if (mode == PS_MODE_BEEP) begin
      if (last_dist > DIST_SLOW || last_dist == 0) begin
        signal <= 0;
      end else if (last_dist > DIST_FAST) begin
        signal <= (toggle_timer < TIME_500MS) ? 1 : 0;
      end else if (last_dist > DIST_CONST) begin
        signal <= (toggle_timer % (TIME_250MS * 2) < TIME_250MS) ? 1 : 0;
      end else begin
        signal <= 1;
      end
    end else begin
      signal <= 0;
    end
  end
endmodule
==> design/flow/run.sh <==
#!/bin/bash
# OpenROAD 26Q1-2900-gdf79404cd8, Yosys 0.63+post, stock flow scripts
make -C /OpenROAD-flow-scripts/flow DESIGN_CONFIG=/design/flow/config.mk WORK_HOME=/design/flow/orfs finish
==> design/flow/config.mk <==
export PLATFORM = sky130hd
export DESIGN_NAME = main
export DESIGN_NICKNAME = main
export VERILOG_FILES = /design/flow/design.v
export SDC_FILE = /design/flow/constraint.sdc
export NUM_CORES = 4
export LEC_CHECK = 1
export CORE_UTILIZATION = 40
==> design/flow/constraint.sdc <==
current_design main

set clk_period 4.1
set clk_io_pct 0.2

create_clock -name clk0 -period $clk_period [get_ports {clk}]

set non_clock_inputs [all_inputs -no_clocks]
set_input_delay [expr $clk_period * $clk_io_pct] -clock clk0 $non_clock_inputs
set_output_delay [expr $clk_period * $clk_io_pct] -clock clk0 [all_outputs]
==> out/metrics.cfg <==
[place]
hpwlAfterDp_um = 8493
place_area_um2 = 7418
portBuffers = 26
gp_congestion = 0.8241
pre_cts_slack_ns = 1.316

[routing]
vias = 5171
insertedDiodeCount = 0
drcViolationCount = 0
vias_per_cell = 5.171
drt_wl_total_um = 12430
drtPass1Iterations = 5
ant_nets = 0
wl_per_cell_um = 12.43
drt_first_iter_violations = 251

[critical_path]
end_kind = primary output
worstPathRequired_ns = 3.28
r2r_cells = 6
worst-path-max-fanout = 1
cp_slowest_cell = clkdlybuf4s50_1
reg2reg_slack_ns = 1.64
reg2reg_to = ps_fwd.toggle_timer[15]
timing.critical_path.mode_cell = clkdlybuf4s50_1
setup.worst_path.start_class = input port
crit_chain = clkdlybuf4s50_1 > or2_2 > clkdlybuf4s50_1
slowest_delay_ns = 0.40
critPathKind = in -> out
r2r_start = ps_fwd.last_dist[20]
cp_num_buf_inv = 2
cp.arrival_ns = 1.86
cp_top_family = buffers and inverters

[floorplan]
dieArea_um2 = 17940
io_pins = 29
fp.coreArea_um2 = 16760
fp_util_pct = 41.55
die_x_um = 133.9
fp-row-count = 47
fp.dieH_um = 133.9

[clock_network]
holdBufCountCts = 0
htree_levels = 4
cts_buffers = 17
root_buffer = clkbuf_16
cts_resized = 0
post-cts-setup-buffer-count = 0
cts.sinks = 146
cts_max_path_buffers = 2
cts_tree = built
worst_skew_pair.late_latency_ns = 0.41
clkTransAtPathRegs_ns = 0.05

[grt]
antenna_found_initial = 0
grt_max_degree = 28
grt_usage_pct = 15.04
grt_pass1_vias = 4919
overflow = 0
grt_pass1_wl_um = 21980

[sta]
finalHoldViolCount = 0
max-slew-margin-rel_pct = 41.52
fin_skew_ns = 0.006781
timing.final.ws_setup_ns = 1.415
final_max_slew_viol_count = 0
period_minus_slack_ns = 2.685
rsz0062_at_grt = no
setup_tns_ns = 0
period_used_pct = 65.48
worst_slew_pin_slew_ns = 0.8772
setup_viol = 0
fmax_ghz = 0.3725

[cells_and_area]
final_area_um2 = 8055
area_delta_synth_final_pct = 15.69
final_util_pct = 48.06
drive_gt1_share_pct = 6.538

[run_status]
outcome = completed

[synth]
numSynthFlops = 146
yosys.cell_types.count = 62
common_cells = nor2_1, dfxtp_1, xor2_1
top_logic_kind = simple AND/OR/NAND/NOR gates
yosysSeqAreaShare_pct = 48.45
ys_cells = 738
ys_area_um2 = 6963
avgSynthCellArea_um2 = 9.435
synth-main-ff-cell = dfxtp_1
synthCells = 738
ys_sh_xor_pct = 12.20
async_flop_share_pct = 0
ys_sh_simple_pct = 29.02
mux_share_pct = 0
yosysMostFrequentCell = nor2_1
top_cell_area_share_pct = 29.04
synthAoiAreaFrac_pct = 5.930
synth_warnings = 3
area_leaders = dfxtp_1, edfxtp_1, nor2_1
adder_share_pct = 1.797
synth-edff-count = 45
yosys.area.top_type = dfxtp_1
synth.cell_area_um2 = 6963

[min_path]
worstHoldStart = ps_fwd.detectable
hold_path_class = reg -> reg
hold_path_end = ps_fwd.signal
hold_path_depth = 0

[pwr]
p_total_mw = 3.741
leakage_nw = 2.971
power_per_cell_area_nw_per_um2 = 464.4
vdd_drop_max_mv = 0.2614

[job]
cap_viol_max_count = 0
tool_warnings = 32

logic make-up after synthesis:
kind of cell / Yosys count
AND/OR/NAND/NOR: 392
flip-flops: 146
XOR/XNOR: 97
AND-OR/OR-AND: 55
buffers and inverters: 38
adder cells (fa/ha/maj): 10
worst max path at each step:
stage                     start  cells past startpoint      to
final                 buzzer_in                      3  buzzer
after global routing  buzzer_in                      3  buzzer
after CTS             buzzer_in                      3  buzzer
flip-flops by register name, summed over array words and instances, names as in the netlist:
register / count
ps_bwd1.trig_timer: 22
ps_bwd2.trig_timer: 22
ps_fwd.signal: 1
ps_fwd.trig: 1
ps_fwd.last_dist: 22
ps_fwd.detectable: 1
ps_fwd.trig_timer: 22
ps_bwd2.trig: 1
ps_fwd.toggle_timer: 28
md.state: 3
ps_bwd1.trig: 1
ps_fwd.echo_width: 22
area by class of cell:
class / count / area [um2]
flip-flops and latches: 146 / 3373
clock inverters: 8 / 122.6
repair buffers: 31 / 297.8
clock buffers: 24 / 514.2
well taps: 220 / 275.3
multi-input cells: 554 / 3408
inverters: 17 / 63.81
fillers: 1468 / 8705
through the flow:
step	std cells	hold WS [ns]
2_1_floorplan	738	0.4342
3_3_place_gp	968	0.4394
3_5_place_dp	968	0.4433
4_1_cts	1000	0.4568
5_1_grt	1000	0.4657
6_report	1000	0.4552
layer usage:
layer  GRT usage [%]  share of wire [%]  up-vias  wire [um]
li1                -                  -     2652          -
met1           23.20                 50     2396       6247
met2           22.91                 44      113       5438
met3           3.704                4.9       10        607
met4           1.705                1.1        0        134
met5               0                  0        -          0
cells in the final DEF (no fill, tap or decap), types with 3 or more instances in the layout:
cell type / n
a21boi_0: 5
a21o_1: 3
a21oi_1: 8
a311oi_1: 3
a31oi_1: 3
and2_1: 24
and3_1: 19
and4_1: 12
buf_4: 5
bufinv_16: 3
clkbuf_1: 3
clkbuf_16: 19
clkdlybuf4s50_1: 26
dfxtp_1: 101
edfxtp_1: 45
ha_1: 10
inv_1: 17
nand2_1: 47
nand2b_1: 4
nand3_1: 43
nand4_1: 25
nor2_1: 136
nor2b_1: 6
nor3_1: 18
nor3b_1: 3
nor4_1: 16
nor4b_1: 4
o21ai_0: 12
o31ai_1: 3
or2_2: 4
or3_1: 11
or4_1: 5
xnor2_1: 47
xor2_1: 50
power by group:
part / internal (mW) / total, mW / switching, mW
sequential: 1.68 / 1.82 / 0.136
combinational: 0.134 / 0.289 / 0.155
clock: 1.06 / 1.63 / 0.568
total: 2.88 / 3.74 / 0.860
Power and IR drop assume default switching activity.
